$ cat ./design.v
module uart_rx 
  #(parameter CLKS_PER_BIT = 104)
  (
   input        i_Clock,
   input        i_Rx_Serial,
	output  reg outsingle,
	output  reg led_out,
	output reg led_out1,
	output reg led_out2,
   output [7:0] o_Rx_Byte
   );
  parameter s_IDLE         = 3'b000;
  parameter s_RX_START_BIT = 3'b001;
  parameter s_RX_DATA_BITS = 3'b010;
  parameter s_RX_STOP_BIT  = 3'b011;
  parameter s_CLEANUP      = 3'b100;
  reg           r_Rx_Data_R = 1'b1;
  reg           r_Rx_Data   = 1'b1;
  reg [7:0]     r_Clock_Count = 0;
  reg [2:0]     r_Bit_Index   = 0;  
  reg [7:0]     r_Rx_Byte     = 0;
  reg [2:0]     r_SM_Main     = 0;
  always @(posedge i_Clock)
    begin
      r_Rx_Data_R = i_Rx_Serial;
      r_Rx_Data   = r_Rx_Data_R;
		outsingle = o_Rx_Byte[7];
    end
  always @(posedge i_Clock)
    begin
      case (r_SM_Main)
        s_IDLE :
          begin
            r_Clock_Count <= 0;
            r_Bit_Index   <= 0;
            if (r_Rx_Data == 1'b0)           
              r_SM_Main <= s_RX_START_BIT;
            else
              r_SM_Main <= s_IDLE;
          end
        s_RX_START_BIT :
          begin
            if (r_Clock_Count == (CLKS_PER_BIT-1)/2)
              begin
                if (r_Rx_Data == 1'b0)
                  begin
                    r_Clock_Count <= 0;   
                    r_SM_Main     <= s_RX_DATA_BITS;
                  end
                else
                  r_SM_Main <= s_IDLE;
              end
            else
              begin
                r_Clock_Count <= r_Clock_Count + 1;
                r_SM_Main     <= s_RX_START_BIT;
              end
          end  
        s_RX_DATA_BITS :
          begin
            if (r_Clock_Count < CLKS_PER_BIT-1)
              begin
                r_Clock_Count <= r_Clock_Count + 1;
                r_SM_Main     <= s_RX_DATA_BITS;
              end
            else
              begin
                r_Clock_Count          <= 0;
                r_Rx_Byte[r_Bit_Index] <= r_Rx_Data;
                if (r_Bit_Index < 7)
                  begin
                    r_Bit_Index <= r_Bit_Index + 1;
                    r_SM_Main   <= s_RX_DATA_BITS;
                  end
                else
                  begin
                    r_Bit_Index <= 0;
                    r_SM_Main   <= s_RX_STOP_BIT;
                  end
              end
          end  
        s_RX_STOP_BIT :
          begin
            if (r_Clock_Count < CLKS_PER_BIT-1)
              begin
                r_Clock_Count <= r_Clock_Count + 1;
                r_SM_Main     <= s_RX_STOP_BIT;
              end
            else
              begin
                r_Clock_Count <= 0;
                r_SM_Main     <= s_CLEANUP;
              end
          end  
        s_CLEANUP :
          begin
            r_SM_Main <= s_IDLE;
          end
        default :
          r_SM_Main <= s_IDLE;         
      endcase
    end   
	 always @(posedge i_Clock)
	 begin
	 if(o_Rx_Byte[2] == 1)
	 begin
	 led_out = 0;
	 led_out1 = 1;
	 led_out2 = 1;
	 end
	 if(o_Rx_Byte[3] == 1)
	 begin
	 led_out1 = 0;
	 led_out = 1;
	 led_out2 = 1;
	 end
	 if(o_Rx_Byte[7] == 1)
	 begin
	 led_out2 = 0;
    led_out = 1;
	 led_out1 = 1;
	 end
	 end
  assign o_Rx_Byte = r_Rx_Byte;
endmodule  
$ cat ./run.sh
#!/bin/bash
# OpenROAD 26Q1-2900-gdf79404cd8, Yosys 0.63+post, stock flow scripts
make -C /OpenROAD-flow-scripts/flow DESIGN_CONFIG=/design/flow/config.mk WORK_HOME=/design/flow/orfs finish
$ cat ./config.mk
export PLATFORM = sky130hd
export DESIGN_NAME = uart_rx
export DESIGN_NICKNAME = uart_rx
export VERILOG_FILES = /design/flow/design.v
export SDC_FILE = /design/flow/constraint.sdc
export NUM_CORES = 4
export LEC_CHECK = 1
export CORE_AREA = 10 10 95 95
export DIE_AREA = 0 0 105 105
$ cat ./constraint.sdc
current_design uart_rx

set clk_period 2.6
set clk_io_pct 0.2

create_clock -name clk0 -period $clk_period [get_ports {i_Clock}]

set non_clock_inputs [all_inputs -no_clocks]
set_input_delay [expr $clk_period * $clk_io_pct] -clock clk0 $non_clock_inputs
set_output_delay [expr $clk_period * $clk_io_pct] -clock clk0 [all_outputs]
==> out/results.txt <==
buffers plus inverters on the worst setup path -> 1
cell depth of the worst hold path -> 2
clock transition at the registers of the reported paths -> 100 ps
post-CTS setup-driven buffer insertion count -> 0
kind of end point of the critical path -> register
Routed wire per std cell -> 10.9 um
worst-case headroom to the max-slew limit -> 0.645
placer congestion estimate -> 0.777
worst clock skew on the final layout -> 10.1 ps
std cell rows -> 30
Mapped Area -> 0.00142 mm2
full die area -> 0.0110 mm2
sum of negative setup slack -> 0 ps
wire length of the first global-routing pass -> 4390 um
sort of element at the start of the critical path -> register
number of antenna violations at the first check in global routing -> 0
# port buffers -> 13
ratio of total power to cell area -> 413 mW/mm2
Worst Reg-to-Reg Cells -> 5
unrepaired setup endpoints after global routing -> no
number of global-route vias before repair -> 930
TritonCTS clock tree -> built
endpoint of the worst register-to-register path -> r_Rx_Byte[4]
number of sinks driven by the clock tree -> 27
Switching Power -> 141 uW
hold-fix buffers at CTS -> 0
Clock Latency Late Sink -> 280 ps
residual antenna-violating net count after detailed routing -> 0
number of DRC markers after the initial detailed-route iteration -> 50
Worst-Margin Slew -> 531 ps
worst setup slack for register-to-register paths -> 610 ps
final hold viol count -> 0
die span in y -> 105 um
area of the placeable core -> 0.00691 mm2
Hold Path End -> led_out
number of buffers created by CTS -> 3
remaining design rule violation count -> 0
number of warnings issued by yosys -> 1
GRT Overall Usage -> 0.0461
maximum number of pins on one net before global-route repair -> 17
leading cell types by total area after synthesis -> edfxtp_1 (40%), dfxtp_1 (11%), ha_1 (5.3%), nand2_1 (2.9%), o2bb2ai_1 (2.5%)
Sw Ratio -> 0.200
Max stage delay on crit path -> 530 ps
final critical path time including I/O delays and setup -> 1990 ps
Yosys chip area -> 0.00142 mm2
Avg Cell Area, Syn -> 11.6 um2
DP Wirelength -> 1850 um
maximum frequency from static timing analysis -> 501 MHz
number of iterations in the first detailed-routing pass -> 4
part of the cycle the worst path needs -> 0.767
cell taking the most area after synthesis -> edfxtp_1
Registers, synthesis -> 27
WL final -> 2540 um
library cell contributing the largest single delay on the critical path -> edfxtp_1
worst path cell trace -> inv_1 > ha_1 > xor2_2 > nor4_1 > mux2_2
Combinational Power Share -> 0.005
tally of unique sky130hd cells used after synthesis -> 45
tally of OpenROAD warnings -> 29
fraction of the yosys area taken by sequential cells -> 0.513
H-Tree Depth -> 1
fp util -> 0.206
number of standard cells reported by yosys -> 123
number of synthesized flops with an enable pin -> 19
Bufs on Longest Clock Path -> 2
worst hold start -> led_out
Area Growth Syn to Fin -> 20.3%
share of power burned in the clock network -> 0.349
maximum fanout along the worst path -> 10
FFs w/ async S/R, synth -> 0
maximum vdd drop -> 0.000169 V
final setup violation count -> 0
internal power contribution -> 566 uW
worst endpoint data arrival time -> 2040 ps
total inserted antenna cells -> 0
worst min-delay path category -> register to register
num ports -> 14
total overflow reported by the global router -> 0
Leakage Power -> 0.605 nW
post-cts resize count -> 0
share of cells above drive strength 1 -> 0.109
clock root buffer master -> clkbuf_8
MaxCap Viol Count -> 0
origin of the critical flop-to-flop path -> r_Bit_Index[0]
kind of critical path -> register to register
Post-synth top flop -> edfxtp_1
Hold Slack -> 472 ps
Crit path required time -> 2640 ps
vias per std cell -> 4.21
via count -> 985
cell count after synthesis -> 123
Reg power frac -> 0.645
fraction of post-synthesis cell area in the top cell type by area -> 0.401
width of the die -> 105 um
CP top delay family -> flip-flops
run status -> finished clean
count of pins over their slew limit -> 0
[metal layers]
metal  track usage  up-vias  part of all wire
met2        0.0698       18              0.41
li1              -      491                 -
met5             0        -                 0
met4             0        0                 0
met1        0.0642      476              0.54
met3        0.0199        0             0.054
[kinds of logic after synthesis]
logic type | Yosys count | synth area share
AND-OR/OR-AND | 29 | 0.170
XOR/XNOR | 6 | 0.0422
adder cells (fa/ha/maj) | 6 | 0.0527
buffers and inverters | 8 | 0.0255
flip-flops | 27 | 0.513
multiplexers | 2 | 0.0158
AND/OR/NAND/NOR | 45 | 0.180
[sequential cells by signal, summed over array words and instances (netlist names)]
register / flops
r_Rx_Data: 1
led_out: 1
led_out2: 1
outsingle: 1
r_Bit_Index: 3
r_Clock_Count: 8
led_out1: 1
r_SM_Main: 3
r_Rx_Byte: 8
[worst max path at each step]
stage                           to  cells past startpoint      startpoint
final                 r_Rx_Byte[4]                      5  r_Bit_Index[0]
after global routing  r_Rx_Byte[4]                      5  r_Bit_Index[0]
after CTS             r_Rx_Byte[4]                      5  r_Bit_Index[0]
[per-stage QoR]
step | instance area (um2) | power (mW) | std cells | util | setup slack, ps
after floorplan | 1420 | 0.467 | 123 | - | 731
after global placement | 1660 | 0.470 | 230 | 0.241 | 615
after detailed placement | 1660 | 0.470 | 230 | 0.241 | 567
after CTS | 1710 | 0.722 | 234 | 0.248 | 584
after global routing | 1710 | 0.736 | 234 | 0.248 | 484
final | 1710 | 0.707 | 234 | 0.248 | 605
[worst reg2reg max path, cell delays in order (launching register included)]
cell      delay, ps
edfxtp_1        530
inv_1           130
ha_1            260
xor2_2          200
nor4_1          280
mux2_2          360
[power by group through the flow]
stage | registers (mW) | logic, mW | clock network (mW)
CTS | 0.456 | 0.00373 | 0.262
global route | 0.456 | 0.00420 | 0.275
finish | 0.456 | 0.00376 | 0.247
[cells in the mapped netlist (all sizes together) (2+ instances only)]
master,count
edfxtp,19
nand2,11
nor2,9
dfxtp,8
nand3,7
ha,6
inv,5
a21oi,4
o2bb2ai,4
xor2,4
a22oi,3
o211ai,3
o21ai,3
or3,3
a211oi,2
a22o,2
and3,2
buf,2
mux2,2
nand2b,2
nor3,2
nor3b,2
or4,2
xnor2,2
[placed cells by master (no fill, tap or decap), types with 2 or more instances in the layout]
master / n
xnor2_1: 2
and3_1: 2
nor2_1: 9
a21oi_1: 4
o21ai_0: 3
a22o_1: 2
clkbuf_8: 3
nand2_1: 11
or3_1: 2
inv_1: 5
nand3_1: 6
mux2_2: 2
nor3_1: 2
a211oi_1: 2
nor3b_1: 2
nand2b_1: 2
edfxtp_1: 19
a22oi_1: 2
o2bb2ai_1: 4
ha_1: 6
dfxtp_1: 8
clkdlybuf4s50_1: 13
o211ai_1: 2
xor2_1: 3
[layout make-up]
class	count	area, um2
tap	96	120
sequential	27	731
inverter	5	18.8
multi-input combinational	88	657
clock buffer	3	41.3
timing repair buffer	14	138
clock inverter	1	7.51
fill	754	5190
No activity file was given, so power comes from the tool's default toggle rates.
